==> flow/run.sh <==
#!/bin/bash
# OpenROAD 26Q1-2900-gdf79404cd8, Yosys 0.63+post, stock flow scripts
make -C /OpenROAD-flow-scripts/flow DESIGN_CONFIG=/design/flow/config.mk WORK_HOME=/design/flow/orfs finish
==> flow/config.mk <==
export PLATFORM = sky130hd
export DESIGN_NAME = BCD_Addition
export DESIGN_NICKNAME = BCD_Addition
export VERILOG_FILES = /design/flow/design.v
export SDC_FILE = /design/flow/constraint.sdc
export NUM_CORES = 4
export LEC_CHECK = 1
export CORE_UTILIZATION = 30
==> flow/constraint.sdc <==
current_design BCD_Addition

set clk_period 6.6
set clk_io_pct 0.2

create_clock -name clk0 -period $clk_period [get_ports {clock_100Mhz}]

set non_clock_inputs [all_inputs -no_clocks]
set_input_delay [expr $clk_period * $clk_io_pct] -clock clk0 $non_clock_inputs
set_output_delay [expr $clk_period * $clk_io_pct] -clock clk0 [all_outputs]
==> flow/design.v <==
module BCD_Addition(
    input clock_100Mhz,           
    input reset,                  
    input [3:0] a, b,            
    input carry_in,               
    output reg [3:0] Anode_Activate,  
    output reg [6:0] LED_out      
);
    reg [3:0] sum;
    reg carry;
    reg bin_carry;
    reg [3:0] bin_sum;
    reg [3:0] LED_BCD;
    reg [19:0] refresh_counter;
    wire [1:0] Digit_activator;
    always @(a, b, carry_in) begin
        {bin_carry, bin_sum} = a + b + carry_in;  
        if (bin_sum > 9) begin
            carry = 1;               
            sum = bin_sum + 6;      
        end else begin
            carry = 0;
            sum = bin_sum[3:0];
        end
    end
    always @(posedge clock_100Mhz or posedge reset) begin
        if (reset == 1)
            refresh_counter <= 0;
        else
            refresh_counter <= refresh_counter + 1;
    end
    assign Digit_activator = refresh_counter[19:18];
    always @(*) begin
        case (Digit_activator)
            2'b00: begin
                Anode_Activate = 4'b1110;
                LED_BCD = sum;
            end
            2'b01: begin
                Anode_Activate = 4'b1101;
                LED_BCD = {3'b000, carry};
            end
            2'b10: begin
                Anode_Activate = 4'b1011;
                LED_BCD = bin_sum;
            end
            2'b11: begin
                Anode_Activate = 4'b0111;
                LED_BCD = {3'b000, bin_carry};
            end
        endcase
    end
    always @(*) begin
        case (LED_BCD)
            4'b0000: LED_out = 7'b0000001;  
            4'b0001: LED_out = 7'b1001111;  
            4'b0010: LED_out = 7'b0010010;  
            4'b0011: LED_out = 7'b0000110;  
            4'b0100: LED_out = 7'b1001100;  
            4'b0101: LED_out = 7'b0100100;  
            4'b0110: LED_out = 7'b0100000;  
            4'b0111: LED_out = 7'b0001111;  
            4'b1000: LED_out = 7'b0000000;  
            4'b1001: LED_out = 7'b0000100;  
            4'b1010: LED_out = 7'b0001000;  
            4'b1011: LED_out = 7'b1100000;  
            4'b1100: LED_out = 7'b0110001;  
            4'b1101: LED_out = 7'b1000010;  
            4'b1110: LED_out = 7'b0110000;  
            4'b1111: LED_out = 7'b0111000;  
            default: LED_out = 7'b1111111;  
        endcase
    end
endmodule
==> impl_metrics.xml <==
<?xml version="1.0" encoding="UTF-8"?>
<metrics>
  <group name="die">
    <metric name="initial_core_util" unit="%">31.3</metric>
    <metric name="die_w" unit="um">69.4</metric>
    <metric name="num_io_pins" unit="">22</metric>
    <metric name="fp.dieArea" unit="um2">4820</metric>
    <metric name="die_h" unit="um">69.4</metric>
    <metric name="core_area" unit="um2">4350</metric>
    <metric name="floorplan.rows" unit="">24</metric>
  </group>
  <group name="synth">
    <metric name="synth_stat.cells" unit="">140</metric>
    <metric name="asyncSetResetFlopFracSynth" unit="%">100</metric>
    <metric name="synth_seq_share" unit="%">36.7</metric>
    <metric name="ys_chip_area" unit="um2">1360</metric>
    <metric name="syn_inst" unit="">140</metric>
    <metric name="syn-cell-area" unit="um2">1360</metric>
    <metric name="netlist-cell-type-count" unit="">35</metric>
    <metric name="dominantRegCellSynth" unit="">dfrtp_1</metric>
    <metric name="synthesis.area_per_instance" unit="um2">9.74</metric>
    <metric name="edf_count" unit="">0</metric>
    <metric name="synth.ff_latch_count" unit="">20</metric>
    <metric name="yosys_warnings" unit="">1</metric>
  </group>
  <group name="placed_design">
    <metric name="place.gp.congestion" unit="">0.778</metric>
    <metric name="post-dp-hpwl" unit="um">1820</metric>
    <metric name="place.port_buffers" unit="">21</metric>
    <metric name="preCtsSetupSlack" unit="ps">555</metric>
  </group>
  <group name="worst_hold_path">
    <metric name="hold_path_class" unit="">reg2reg</metric>
    <metric name="hold-path-cell-count" unit="">1</metric>
  </group>
  <group name="setup_path">
    <metric name="critical_path_depth" unit="">14</metric>
    <metric name="cp-end-kind" unit="">output port</metric>
    <metric name="worst-endpoint-arrival" unit="ps">4710</metric>
    <metric name="cp.buffers_inverters" unit="">5</metric>
    <metric name="timing_worst_setup_path_type" unit="">in2out</metric>
    <metric name="reg2reg_depth" unit="">6</metric>
    <metric name="critical_path_start_type" unit="">input port</metric>
    <metric name="cpMaxStageDelayCell" unit="">fa_1</metric>
    <metric name="crit_path_required_time" unit="ps">5280</metric>
    <metric name="cp_slowest_stage_delay" unit="ps">440</metric>
    <metric name="critical-path-top-delay-family" unit="">buffers and inverters</metric>
    <metric name="critPathMaxFanout" unit="">6</metric>
    <metric name="crit_chain" unit="">clkdlybuf4s50_1 -&gt; fa_1 -&gt; inv_1 -&gt; fa_1 -&gt; xor2_1 -&gt; a21oi_2 -&gt; nor3b_1 -&gt; o31ai_1 -&gt; buf_4 -&gt; inv_1 -&gt; ha_1 -&gt; and3_1 -&gt; a221o_1 -&gt; clkdlybuf4s50_1</metric>
  </group>
  <group name="flow_run">
    <metric name="warning_count" unit="">29</metric>
    <metric name="maxCapViolations" unit="">0</metric>
  </group>
  <group name="timing">
    <metric name="final_max_slew_viol_count" unit="">0</metric>
    <metric name="max_clock_freq" unit="MHz">166</metric>
    <metric name="final.setup.tns" unit="ps">0</metric>
    <metric name="post-route-period-util" unit="%">91.4</metric>
    <metric name="setup_viol_count_final" unit="">0</metric>
    <metric name="setup_repair_after_global_routing_missed_its_margin" unit="">false</metric>
    <metric name="setup_slack" unit="ps">569</metric>
    <metric name="layout_min_cycle_time" unit="ps">6030</metric>
    <metric name="hold_viol_final" unit="">0</metric>
    <metric name="worst-slew-pin-transition" unit="ps">740</metric>
    <metric name="max-slew-margin-rel" unit="%">50.0</metric>
    <metric name="clock_skew" unit="ps">3.35</metric>
  </group>
  <group name="clock_network">
    <metric name="cts_resized" unit="">0</metric>
    <metric name="clock_tree.root_cell" unit="">clkbuf_8</metric>
    <metric name="post-cts-setup-buffer-count" unit="">0</metric>
    <metric name="clkSlewWorstSetupHoldPaths" unit="ps">70</metric>
    <metric name="ctsHtreeMaxLevel" unit="">1</metric>
    <metric name="clock_sink_count" unit="">20</metric>
    <metric name="hold_fix_buffer_count_after_cts" unit="">0</metric>
    <metric name="cts_max_path_buffers" unit="">2</metric>
    <metric name="tritoncts" unit="">built</metric>
    <metric name="cts-buffers-inserted" unit="">3</metric>
    <metric name="clock.latency.late_pin" unit="ps">250</metric>
  </group>
  <group name="power_and_ir_drop">
    <metric name="power_per_cell_area" unit="nW/um2">198</metric>
    <metric name="cellLeakagePower" unit="nW">0.785</metric>
    <metric name="vdd_drop_max" unit="uV">120</metric>
  </group>
  <group name="detailed_routing">
    <metric name="detail_route.antenna_diodes" unit="">0</metric>
    <metric name="ant_nets" unit="">0</metric>
    <metric name="viasPerCell" unit="">4.86</metric>
    <metric name="drt_drc_violations_left" unit="">0</metric>
    <metric name="detail_route.wl_per_cell" unit="um">11.0</metric>
    <metric name="finalWirelength" unit="um">2350</metric>
    <metric name="dr.pass1.iters" unit="">4</metric>
    <metric name="drt_iter0_markers" unit="">84</metric>
    <metric name="via_count" unit="">1039</metric>
  </group>
  <group name="global_route">
    <metric name="number_of_global_route_vias_before_repair" unit="">1021</metric>
    <metric name="grt_max_degree" unit="">21</metric>
    <metric name="global_route.overflow_total" unit="">0</metric>
    <metric name="grt_use_total" unit="%">10.7</metric>
    <metric name="wire_length_of_the_first_global_routing_pass" unit="um">4350</metric>
    <metric name="antenna_found_initial" unit="">0</metric>
  </group>
  <group name="status">
    <metric name="run_status" unit="">completed</metric>
  </group>
  <group name="final_layout">
    <metric name="register_bank_with_the_most_flops" unit="">refresh_counter</metric>
    <metric name="largest_register_ff_count" unit="">20</metric>
    <metric name="final_layout_size_suffix_gt1_share" unit="%">6.79</metric>
    <metric name="flow.area_growth_from_synthesis" unit="%">23.7</metric>
    <metric name="most_frequent_logic_cell_in_the_layout" unit="">clkdlybuf4s50_1</metric>
    <metric name="layout_top_cells_excl_fill_tap" unit="">clkdlybuf4s50_1, dfrtp_1, nand3_1</metric>
    <metric name="postLayoutCoreUtil" unit="%">38.7</metric>
    <metric name="reg_top3" unit="">refresh_counter x20</metric>
  </group>
</metrics>
[layer usage]
| layer | track usage, % | up-vias | part of all wire, % |
|---|---|---|---|
| li1 | - | 527 | - |
| met1 | 16.6 | 489 | 51 |
| met2 | 16.9 | 21 | 45 |
| met3 | 1.47 | 2 | 3.6 |
| met4 | 0.680 | 0 | 0.30 |
| met5 | 0 | - | 0 |
[cell type report]
| class | instances | area [um2] |
|---|---|---|
| clock buffer | 4 | 55.1 |
| fill | 408 | 2670 |
| inverter | 12 | 45.0 |
| multi-input combinational | 104 | 803 |
| sequential | 20 | 500 |
| tap | 52 | 65.1 |
| timing repair buffer | 22 | 218 |
[cell families after synthesis]
kind of cell	share of synthesized area, %
mux	4.50
buf+inv	4.40
compound gates	9.27
fa+ha+maj	12.1
flops	36.7
simple gates	20.2
xor+xnor	12.8
[worst paths after layout]
check                               startpoint  slack (ps)                  end
setup reg to reg            refresh_counter[0]        5020  refresh_counter[18]
hold reg to reg            refresh_counter[12]         470  refresh_counter[12]
min in group asynchronous                reset        1490  refresh_counter[11]
max in group asynchronous                reset        4650   refresh_counter[9]
setup / recovery                          a[0]         570           LED_out[6]
hold / removal             refresh_counter[12]         470  refresh_counter[12]
[synth_stat cells, types with 4 or more instances]
master / n / area (um2)
clkbuf_1: 4 / 15.0
inv_1: 12 / 45.0
dfrtp_1: 20 / 500
nand3_1: 14 / 70.1
mux2i_1: 5 / 50.1
nand2_1: 7 / 26.3
ha_1: 10 / 125
and3_1: 6 / 37.5
xnor2_1: 13 / 114
xor2_1: 7 / 61.3
nor2_1: 8 / 30.0
[report_power, final]
part | internal (mW) | switching [mW]
sequential | 0.122 | 0
combinational | 0.0682 | 0.0517
clock | 0.0530 | 0.0388
total | 0.244 | 0.0905
[per-stage QoR]
step / std cells / power (mW) / area, um2 / hold WS (ps)
finish: 214 / 0.334 / 1690 / 468
global route: 214 / 0.355 / 1690 / 489
CTS: 214 / 0.336 / 1690 / 472
detailed placement: 210 / 0.245 / 1630 / 461
global placement: 210 / 0.244 / 1630 / 452
floorplan: 140 / 0.196 / 1360 / 438
Power and IR drop assume default switching activity.
